**./run.sh**
```bash
#!/bin/bash
# OpenROAD 26Q1-2900-gdf79404cd8, Yosys 0.63+post, stock flow scripts
make -C /OpenROAD-flow-scripts/flow DESIGN_CONFIG=/design/flow/config.mk WORK_HOME=/design/flow/orfs finish
```
**./config.mk**
```make
export PLATFORM = sky130hd
export DESIGN_NAME = counter_ctrl
export DESIGN_NICKNAME = counter_ctrl
export VERILOG_FILES = /design/flow/design.v
export SDC_FILE = /design/flow/constraint.sdc
export NUM_CORES = 4
export LEC_CHECK = 1
export CORE_AREA = 10 10 84 84
export DIE_AREA = 0 0 94 94
```
**./constraint.sdc**
```tcl
current_design counter_ctrl

set clk_period 4.3
set clk_io_pct 0.2

create_clock -name clk0 -period $clk_period [get_ports {sys_clk}]

set non_clock_inputs [all_inputs -no_clocks]
set_input_delay [expr $clk_period * $clk_io_pct] -clock clk0 $non_clock_inputs
set_output_delay [expr $clk_period * $clk_io_pct] -clock clk0 [all_outputs]
```
**./design.v**
```verilog
module counter_ctrl(
	input sys_clk,
	input sys_rst_n,
	input div_en,
	input [3:0] div_val,
	input timer_en,
	input halt_req,
	input dbg_mode,
	output cnt_en,
	output halt_ack
);
	wire [7:0] limit, int_cnt_pre;
	reg  [7:0] int_cnt;
	wire cnt_rst, halt;
	wire cnt, cnt_1, cnt_2, cnt_3;
	assign limit = (1 << div_val) - 1;
	assign cnt_rst = ~div_en | ~timer_en | (limit == int_cnt);
	assign cnt = timer_en & div_en & (div_val != 0);
	assign halt = halt_req & dbg_mode;
	assign int_cnt_pre = (halt) ? int_cnt : ((cnt_rst) ? 8'h0 : ((cnt) ? int_cnt + 1 : int_cnt)); 
	always @(posedge sys_clk or negedge sys_rst_n) begin
		if(!sys_rst_n) 
			int_cnt <= 8'h0;
		else 
			int_cnt <= int_cnt_pre;
	end
	assign cnt_1 = (int_cnt == limit) && div_en && timer_en && div_val != 0;
	assign cnt_2 = ~div_en && timer_en;
	assign cnt_3 = (div_val == 0) && div_en && timer_en;
	assign cnt_en = (~halt) & (cnt_1 | cnt_2 | cnt_3);
	assign halt_ack = halt;
endmodule
```
==> qor.rpt <==
FINAL TIMING
--------------------------------------------------------------------------------
Slew headroom                                                              73.9%
Final hold violation count                                                     0
Post-layout min period                                                   4080 ps
Layout Skew                                                              2.10 ps
F_max                                                                    245 MHz
Fin crit share                                                             94.9%
Setup repair after global routing missed its margin                           no
Worst Tran Pin Value                                                      390 ps
Total of endpoints with negative setup slack in the final report               0
Final max-slew violation count                                                 0

DIE
--------------------------------------------------------------------------------
Effective utilization at floorplan                                         13.3%
Number of placement rows                                                      26
Count of boundary I/O pins                                                    12
Die Footprint                                                       0.00884 mm^2
Overall die width                                                          94 um
Die y size                                                                 94 um
Area of the core region                                             0.00520 mm^2

DRT
--------------------------------------------------------------------------------
Routed wire length per instance                                          10.4 um
ANT nets after route                                                           0
Remaining design rule violation count                                          0
Number of vias per cell after detailed routing                              3.76
WL final                                                                 1790 um
Count of antenna diodes in the layout                                          0
Vias                                                                         646
First-pass DRT Iterations                                                      3
DRC marker count from the first detailed-route iteration                      36

YOSYS
--------------------------------------------------------------------------------
Most common reg cell                                                     dfrtp_1
Number of distinct library cells after synthesis                              30
Cell count after synthesis                                                    77
Number of enable flip-flop cells                                               0
Synth warn                                                                     1
Yosys Instances                                                               77
Summed instance area of the synthesized netlist                         692 um^2
Leading post-synthesis cells by cell area                           dfrtp_1 29%, xnor2_1 7.6%, xor2_1 6.3%
Ranking of synthesized cells by instance count                      8 x a21oi_1, 8 x dfrtp_1, 8 x nand2_1
Chip area in the Yosys report                                           692 um^2
Share of async-settable or async-resettable flops after synthesis           100%
Synthesized registers                                                          8
Share of the synthesized area in the top cell type                         28.9%
Part of the Yosys area used for sequential elements                        28.9%
Synthesized area per cell                                              8.99 um^2
Cell type with the largest total area after synthesis                    dfrtp_1

CRITICAL PATH
--------------------------------------------------------------------------------
Type of the worst setup path                                           in -> out
Number of cell instances on the worst register-to-register path                7
Arrival time reported for the critical path endpoint                     3220 ps
Worst Path Max Fanout                                                          4
R2R Path End                                                        int_cnt[3]$_DFFE_PN0P_
First element of the critical path                                    div_val[2]
Element type at the critical path start                               input port
Element type at the critical path end                                output port
Reg2Reg Launch Point                                                int_cnt[2]$_DFFE_PN0P_
Required @ worst endpoint                                                3440 ps
Register-to-register setup slack                                         2520 ps
Worst setup path endpoint                                                 cnt_en

LAYOUT
--------------------------------------------------------------------------------
Fraction of final layout cells with drive strength greater than 1          31.4%
Finished Core Util                                                         20.6%
FF+latch area                                                           200 um^2
Final cell count without fillers                                             172
Biggest regs                                                          int_cnt x8
Layout Cell Area excl Fill                                          0.00107 mm^2
Comb area                                                               500 um^2
Most flop-heavy register                                                 int_cnt
Number of filler instances in the final layout                               580
Max reg flops                                                                  8
Syn-to-layout area delta                                                   54.6%

PLACED DESIGN
--------------------------------------------------------------------------------
Count of input and output buffers                                             11
Final weighted congestion in routability-driven placement                  0.852
Post-DP HPWL                                                             1300 um
Placed Instance Area                                                    905 um^2
Number of instances in the placed design                                     161

RUN
--------------------------------------------------------------------------------
OpenROAD warnings                                                             25
Count of max-cap constraint violations                                         0

CTS
--------------------------------------------------------------------------------
Num CTS Buffers                                                                3
Deepest level of the CTS H-tree                                                1
CTS tree                                                                     yes
Root cell of the clock tree                                             clkbuf_8
Clock-pin slew on the worst setup and hold paths                           40 ps
Clock latency on the worst-skew pair                                      230 ps
Post-CTS Hold Fix Bufs                                                         0
Num Clock Sinks                                                                8
Longest Clk Path Bufs                                                          2

OUTCOME
--------------------------------------------------------------------------------
Result of the run                                                   finished, final reports clean

PWR
--------------------------------------------------------------------------------
Power share of the sequential group                                        35.6%
Power after layout                                                        225 uW
Internal                                                                  167 uW
Worst supply voltage drop on vdd                                       0.0567 mV
Static Leak                                                          0.000442 uW
Share of total power in combinational logic                                24.2%
Fraction of power spent switching nets                                     25.6%
Power dissipated by switching net loads                                  57.6 uW
Power per cell area                                                  210 mW/mm^2
Clock group share of total power                                           40.3%

GLOBAL ROUTING
--------------------------------------------------------------------------------
Wire length of the first global-routing pass                             2990 um
Pin count of the biggest net entering global routing                          10
All-layer global routing usage                                             4.15%
Number of antenna violations at the first check in global routing              0
Via count of the first global-routing pass                                   636
Overall overflow remaining after global route                                  0

HOLD PATH
--------------------------------------------------------------------------------
Type of the tightest min-delay check                                  reg -> reg

## worst min path at each step
| stage | start | to | slack (ps) | depth (start not counted) |
|---|---|---|---|---|
| 4_1_cts | int_cnt[7]$_DFFE_PN0P_ | int_cnt[7]$_DFFE_PN0P_ | 570 | 2 |
| 6_report | int_cnt[7]$_DFFE_PN0P_ | int_cnt[7]$_DFFE_PN0P_ | 570 | 2 |
| 5_1_grt | int_cnt[7]$_DFFE_PN0P_ | int_cnt[7]$_DFFE_PN0P_ | 590 | 2 |
## layout by cell type, fill, tap and decap left out
cell type	instances
buf_4	12
nand2_1	8
a21oi_1	8
dfrtp_1	8
clkdlybuf4s50_1	7
nand3_1	5
xnor2_1	4
xor2_1	4
nor2_1	4
dlymetal6s2s_1	4
nand4_1	3
clkbuf_8	3
o21a_1	2
o21ai_0	2
xnor2_2	2
nor3_1	2
o21ai_2	2
buf_6	2
or4b_4	1
nor4_4	1
inv_2	1
inv_1	1
nor2_2	1
o21ai_1	1
nor4b_4	1
a211oi_2	1
nor2b_1	1
o32ai_1	1
o31ai_1	1
xor2_2	1
o211a_1	1
o21bai_2	1
and4_1	1
a22o_2	1
o2bb2ai_1	1
or4_2	1
ha_4	1
ha_1	1
## critical path, stage by stage
cell             delay (ps)
dlymetal6s2s_1          140
or4b_4                  560
ha_4                    200
xnor2_2                 140
xnor2_2                 140
a211oi_2                190
nand4_1                 150
o21ai_2                 180
o211a_1                 190
clkdlybuf4s50_1         470
## kinds of logic (layout without fill, tap and decap cells)
kind of cell | after synthesis | in the layout | share of synthesized area, %
buffers and inverters | 5 | 30 | 5.43
adders and majority gates | 2 | 2 | 3.62
DFF | 8 | 8 | 28.9
AOI/OAI and AO/OA | 22 | 22 | 21.5
and+or+nand+nor | 29 | 29 | 26.6
xor gates and xnor gates | 11 | 11 | 13.9
## per-stage QoR
step | setup TNS (ps) | setup WS (ps) | hold WS [ps]
floorplan | 0 | 723 | 546
global placement | -190 | -190 | 575
detailed placement | -236 | -236 | 568
CTS | 0 | 18.5 | 573
global route | 0 | 112 | 587
finish | 0 | 218 | 573
## routing by layer
metal  up-vias  wire [um]  GRT usage [%]
met5         -          0              0
met4         0         34          0.759
met3         5        125           1.86
met2        13        705           5.53
met1       297        920           5.99
li1        331          -              -
## cell type report
class | instances | area share [%]
well taps | 70 | 8.19
flip-flops and latches | 8 | 18.7
multi-input cells | 64 | 46.8
inverters | 2 | 0.702
repair buffers | 25 | 21.8
clock buffers | 3 | 3.86
## repair_timing
action	CTS	global route
endpoints found under the setup margin	1	1
setup buffers	3	5
resized	6	10
pin swaps	4	8
endpoints found under the hold margin	0	0
## power groups by stage
stage | registers [uW] | logic [uW] | clock network, uW
finish | 80.0 | 54.3 | 90.6
CTS | 79.8 | 49.0 | 93.7
global route | 80.2 | 59.6 | 97.5
Power figures rest on the tool's default switching activity, not on a simulated workload.
